`./design.v`:
```
module Wave_ROM64 ( ADDR ,DATA_RE,DATA_IM,DATA_REF ); 
    	output [15:0] DATA_RE,DATA_IM,DATA_REF ;     
    	input [5:0]    ADDR ;     
    	reg [15:0] cosi[0:63];    
    	initial	  begin    
  cosi[0]=16'h7FFC;  cosi[1]=16'h7369;  cosi[2]=16'h5200;  cosi[3]=16'h26F8;
  cosi[4]=16'h0000;  cosi[5]=16'hE801;  cosi[6]=16'hE335;  cosi[7]=16'hEE2C;
  cosi[8]=16'h0000;  cosi[9]=16'h0EA2;  cosi[10]=16'h133D;  cosi[11]=16'h0CD3;
  cosi[12]=16'h0000;  cosi[13]=16'hF42E;  cosi[14]=16'hEFB1;  cosi[15]=16'hF4A3;
  cosi[16]=16'h0000;  cosi[17]=16'h0B5D;  cosi[18]=16'h104F;  cosi[19]=16'h0BD2;
  cosi[20]=16'h0000;  cosi[21]=16'hF32D;  cosi[22]=16'hECC3;  cosi[23]=16'hF15E;
  cosi[24]=16'h0000;  cosi[25]=16'h11D4;  cosi[26]=16'h1CCB;  cosi[27]=16'h17FF;
  cosi[28]=16'h0000;  cosi[29]=16'hD908;  cosi[30]=16'hAE00;  cosi[31]=16'h8C97;
  cosi[32]=16'h8004;  cosi[33]=16'h8C97;  cosi[34]=16'hAE00;  cosi[35]=16'hD908;
  cosi[36]=16'h0000;  cosi[37]=16'h17FF;  cosi[38]=16'h1CCB;  cosi[39]=16'h11D4;
  cosi[40]=16'h0000;  cosi[41]=16'hF15E;  cosi[42]=16'hECC3;  cosi[43]=16'hF32D;
  cosi[44]=16'h0000;  cosi[45]=16'h0BD2;  cosi[46]=16'h104F;  cosi[47]=16'h0B5D;
  cosi[48]=16'h0000;  cosi[49]=16'hF4A3;  cosi[50]=16'hEFB1;  cosi[51]=16'hF42E;
  cosi[52]=16'h0000;  cosi[53]=16'h0CD3;  cosi[54]=16'h133D;  cosi[55]=16'h0EA2;
  cosi[56]=16'h0000;  cosi[57]=16'hEE2C;  cosi[58]=16'hE335;  cosi[59]=16'hE801;
  cosi[60]=16'h0000;  cosi[61]=16'h26F8;  cosi[62]=16'h5200;  cosi[63]=16'h7369;
     end 
    	reg [15:0] sine[0:63];    
    	initial	  begin    
  sine[0]=16'h0000;  sine[1]=16'h2FCE;  sine[2]=16'h5200;  sine[3]=16'h5E14;
  sine[4]=16'h539C;  sine[5]=16'h39EF;  sine[6]=16'h1CCB;  sine[7]=16'h0762;
  sine[8]=16'h0000;  sine[9]=16'h060F;  sine[10]=16'h133D;  sine[11]=16'h1EF7;
  sine[12]=16'h22A1;  sine[13]=16'h1C8A;  sine[14]=16'h104F;  sine[15]=16'h04B5;
  sine[16]=16'h0000;  sine[17]=16'h04B5;  sine[18]=16'h104F;  sine[19]=16'h1C8A;
  sine[20]=16'h22A1;  sine[21]=16'h1EF7;  sine[22]=16'h133D;  sine[23]=16'h060F;
  sine[24]=16'h0000;  sine[25]=16'h0762;  sine[26]=16'h1CCB;  sine[27]=16'h39EF;
  sine[28]=16'h539C;  sine[29]=16'h5E14;  sine[30]=16'h5200;  sine[31]=16'h2FCE;
  sine[32]=16'h0000;  sine[33]=16'hD032;  sine[34]=16'hAE00;  sine[35]=16'hA1EC;
  sine[36]=16'hAC64;  sine[37]=16'hC611;  sine[38]=16'hE335;  sine[39]=16'hF89E;
  sine[40]=16'h0000;  sine[41]=16'hF9F1;  sine[42]=16'hECC3;  sine[43]=16'hE109;
  sine[44]=16'hDD5F;  sine[45]=16'hE376;  sine[46]=16'hEFB1;  sine[47]=16'hFB4B;
  sine[48]=16'h0000;  sine[49]=16'hFB4B;  sine[50]=16'hEFB1;  sine[51]=16'hE376;
  sine[52]=16'hDD5F;  sine[53]=16'hE109;  sine[54]=16'hECC3;  sine[55]=16'hF9F1;
  sine[56]=16'h0000;  sine[57]=16'hF89E;  sine[58]=16'hE335;  sine[59]=16'hC611;
  sine[60]=16'hAC64;  sine[61]=16'hA1EC;  sine[62]=16'hAE00;  sine[63]=16'hD032;
      end 
    	reg [15:0] deltas[0:63];    
    	initial	  begin    
 deltas[0]=16'h0000; deltas[1]=16'h0000; deltas[2]=16'h0000; deltas[3]=16'h0000;
 deltas[4]=16'h0000; deltas[5]=16'h0000; deltas[6]=16'h0000; deltas[7]=16'h0000;
 deltas[8]=16'h0000; deltas[9]=16'h0000; deltas[10]=16'h0000; deltas[11]=16'h0000;
 deltas[12]=16'h0000; deltas[13]=16'h0000; deltas[14]=16'h0000; deltas[15]=16'h0000;
 deltas[16]=16'h0000; deltas[17]=16'h0000; deltas[18]=16'h0000; deltas[19]=16'h0000;
 deltas[20]=16'h0000; deltas[21]=16'h0000; deltas[22]=16'h0000; deltas[23]=16'h0000;
 deltas[24]=16'h0000; deltas[25]=16'h0000; deltas[26]=16'h0000; deltas[27]=16'h0000;
 deltas[28]=16'h0000; deltas[29]=16'h0000; deltas[30]=16'h0000; deltas[31]=16'h0000;
 deltas[32]=16'h0000; deltas[33]=16'h0000; deltas[34]=16'h0000; deltas[35]=16'h0000;
 deltas[36]=16'h0000; deltas[37]=16'h0000; deltas[38]=16'h0000; deltas[39]=16'h0000;
 deltas[40]=16'h0000; deltas[41]=16'h0000; deltas[42]=16'h0000; deltas[43]=16'h0000;
 deltas[44]=16'h0000; deltas[45]=16'h0000; deltas[46]=16'h0000; deltas[47]=16'h0000;
 deltas[48]=16'h0000; deltas[49]=16'h0000; deltas[50]=16'h0000; deltas[51]=16'h0000;
 deltas[52]=16'h0000; deltas[53]=16'h0000; deltas[54]=16'h0000; deltas[55]=16'h0000;
 deltas[56]=16'h0000; deltas[57]=16'h0000; deltas[58]=16'h0000; deltas[59]=16'h0000;
 deltas[60]=16'h0000; deltas[61]=16'h0000; deltas[62]=16'h0000; deltas[63]=16'h0000;
 deltas[1]=16'h7ffc;  deltas[3]=16'h7ffc; deltas[5]=16'h7ffc; deltas[7]=16'h7ffc;
     end 
	assign DATA_RE=cosi[ADDR];	
	assign DATA_IM=sine[ADDR];	
	assign DATA_REF=deltas[ADDR];	
endmodule   
```
`./run.sh`:
```
#!/bin/bash
# OpenROAD 26Q1-2900-gdf79404cd8, Yosys 0.63+post, stock flow scripts
make -C /OpenROAD-flow-scripts/flow DESIGN_CONFIG=/design/flow/config.mk WORK_HOME=/design/flow/orfs finish
```
`./config.mk`:
```
export PLATFORM = sky130hd
export DESIGN_NAME = Wave_ROM64
export DESIGN_NICKNAME = Wave_ROM64
export VERILOG_FILES = /design/flow/design.v
export SDC_FILE = /design/flow/constraint.sdc
export NUM_CORES = 4
export LEC_CHECK = 1
export CORE_UTILIZATION = 30
```
`./constraint.sdc`:
```
current_design Wave_ROM64

set clk_period 2.4
set clk_io_pct 0.2

create_clock -name clk0 -period $clk_period

set non_clock_inputs [all_inputs -no_clocks]
set_input_delay [expr $clk_period * $clk_io_pct] -clock clk0 $non_clock_inputs
set_output_delay [expr $clk_period * $clk_io_pct] -clock clk0 [all_outputs]
```
==> flow.log <==
[flow] final metrics
INFO  metric outcome = finished, violations left
INFO  metric failing_checks = negative setup slack
INFO  metric vias_in_the_first_global_route = around 4,400
INFO  metric yosys.area_share.aoi = roughly 43%
INFO  metric floorplan.core_area = around 9800 um2
INFO  metric drt_wl_total = between 15,000 and 20,000 um
INFO  metric floorplan.die_area = approximately 10,000 um2
INFO  metric synth_top_area_share = between 6 and 7%
INFO  metric finalClockPeriodUsage = 110%
INFO  metric fin_cells = ~770
INFO  metric finalCriticalPeriod = between 2 and 3 ns
INFO  metric globalRouteTotalUtil = around 30%
INFO  metric clock_buffers = 0
INFO  metric design_power_total = 0.00128 W
INFO  metric critPathArrivalTime = around 2.2 ns
INFO  metric postLayoutSetupSlackWorst = -0.251 ns
INFO  metric layout_overhead_on_the_synthesized_area = 93.6%
INFO  metric detailed_place_hpwl = approximately 10,000 um
INFO  metric hold_path_class = in2out
INFO  metric netlist_area = ~3000 um2
INFO  metric grt_first_pass_wirelength = 24,100 um
INFO  metric place.gp.congestion = between 0.9 and 1
INFO  metric yosys.area_share.xor_xnor = less than 1%
INFO  metric p_leak = between 2 and 2.5 nW
INFO  metric port-buffer-count = roughly 51
INFO  metric insertedDiodeCount = 0
INFO  metric postLayoutCellArea = 5840 um2
INFO  metric core_util_floorplan = between 30% and 40%
INFO  metric fmaxAchievable = about 380 MHz
INFO  metric synth_area_leader_cell = buf_4
INFO  metric crit_required = approximately 1.9 ns
INFO  metric proportion_of_synthesized_chip_area_in_sequential_cells = 0%
INFO  metric comb_area = between 3000 and 4000 um2
INFO  metric dpl_cell_area = approximately 4300 um2
INFO  metric setup_repair_after_global_routing_missed_its_margin = true
INFO  metric synthDistinctLibCells = 83
INFO  metric worst_ir_drop_vdd = between 0.0001 and 0.00015 V
INFO  metric die_x = between 100 and 150 um
INFO  metric placedCellCount = ~700
INFO  metric synthMuxAreaShare = approximately 8.6%
INFO  metric count_of_standard_cell_rows = 36
INFO  metric log.warning_count = around 45
INFO  metric synth.top_cells.by_count = 36 x a21oi_1, 36 x nand2_1, 29 x nor2_1, 28 x o21ai_0, 27 x buf_2
INFO  metric fillerInstances = roughly 730
INFO  metric critPathKind = in2out
INFO  metric drc = 0
INFO  metric maximum_fanout_count_along_the_critical_path = 5
INFO  metric number_of_drc_violations_after_detailed_routing_iteration_0 = roughly 520
INFO  metric worst_setup_path_start_kind = input pin
INFO  metric grt_antenna_before_repair = 0
INFO  metric setup_violations = 25
INFO  metric layout_cells_sized_above_1 = around three fifths
INFO  metric die_y = between 100 and 150 um
INFO  metric powerDensity = ~220 nW/um2
INFO  metric finalHoldViolations = 0
INFO  metric synth-cells-yosys = between 400 and 500
INFO  metric synth.area.top_cells = buf_4 6.5%, a21oi_1 6.0%, ha_1 5.0%
INFO  metric maxCapViolations = 0
INFO  metric top_logic_kind = AND-OR/OR-AND gates
INFO  metric boundaryPins = 54
INFO  metric syn_avg_cell_area = 6.72 um2
INFO  metric synth.cellmix.simpleShare = roughly 25%
INFO  metric post_drt_via_cell_ratio = just over 6
INFO  metric first_pass_iters = 5
INFO  metric synth.yosys.warnings = 1
INFO  metric post_synth_inst_count = ~450
INFO  metric flop_area = 0 um2
INFO  metric yosys.stat.chipArea = about 3000 um2
INFO  metric final_report_max_slew_violation_count = 0
INFO  metric antenna_violating_nets_post_route = 0
INFO  metric number_of_vias_after_detailed_routing = around 4,800
INFO  metric grt_overflow_total = 0
INFO  metric nFlopsAndLatches = 0
INFO  metric synthAdderAreaFrac = between 4 and 5%
INFO  metric critPathCaptureType = output port
INFO  metric routedWlPerCell = roughly 22 um
INFO  metric grt_start_max_net_pins = 39
-- cell usage in the layout (no fill, tap or decap), types with 6 or more instances in the layout --
master,instances
buf_4,145
buf_6,47
nand2_1,29
a21oi_1,26
buf_2,23
nor2_1,20
o21ai_0,15
clkdlybuf4s50_1,15
a211oi_2,12
nand2b_1,11
o21ai_1,11
o211ai_1,10
ha_4,10
buf_12,10
a21oi_2,9
mux2i_1,8
o21ai_2,8
a31oi_1,7
nor3_2,7
buf_8,7
nor3_1,6
-- critical path: stages --
cell	delay, ns
buf_8	0.08
clkinvlp_4	0.12
buf_6	0.14
ha_4	0.17
buf_6	0.12
buf_6	0.10
o211ai_1	0.21
o21ai_1	0.14
mux4_2	0.47
buf_2	0.13
-- where the power goes --
part | total [W] | switching [W] | internal (W)
sequential | 0 | 0 | 0
clock | 0 | 0 | 0
combinational | 0.00128 | 0.000622 | 0.000660
-- cell type report --
type	count	area share (%)
well taps	133	2.85
multi-input cells	367	56.8
repair buffers	256	39.3
inverters	11	1.05
-- final timing paths --
check | cells after the start | to | start | slack, ns
max | 10 | DATA_IM[5] | ADDR[0] | -0.25
min | 5 | DATA_IM[4] | ADDR[4] | 1.52
-- logic make-up (layout without fill, tap and decap cells) --
group | after synthesis | count (layout)
mux | 20 | 20
simple gates | 145 | 145
other cells | 1 | 3
fa+ha+maj | 12 | 12
xor+xnor | 3 | 3
buf+inv | 84 | 267
compound gates | 184 | 184
-- through the flow --
step	hold WS, ns	setup slack, ns	util [%]	TNS [ns]
CTS	1.51	-0.230	55.1	-2.06
global route	1.58	-0.313	59.8	-4.11
finish	1.52	-0.251	59.8	-2.80
global placement	1.85	-0.959	43.9	-33.68
floorplan	1.19	-0.0144	-	-0.0144
detailed placement	1.84	-0.979	43.9	-34.11
-- layer usage --
layer,share of wire (%),up-vias,track usage [%]
met1,41,2270,43.7
met4,4.5,0,9.45
met2,43,345,44.8
met5,0,-,0
met3,12,90,6.75
li1,-,2062,-
-- timing repair --
action | CTS | global route
pin swaps | 78 | 53
gates cloned | 3 | 0
setup buffers | 56 | 13
hold buffers | 0 | 0
setup endpoints to repair | 45 | 42
gates resized | 256 | 95
No activity file was given, so power comes from the tool's default toggle rates.
